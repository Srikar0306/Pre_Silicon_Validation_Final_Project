==> flow/design.v <==
interface intf(input logic wclk,rclk,wrst,rrst);
logic [7:0] wdata;
logic winc;
logic rinc;
logic [7:0] rdata;
logic rempty;
logic wfull;
logic half_full;
logic half_empty;
endinterface
module Async_FIFO  #( parameter DATA_LINES = 8,parameter ADDR_LINES = 8 ) (rdata,wfull,rempty,half_full,half_empty,wdata,rinc,rclk,rrst,winc,wclk,wrst );
  input  logic  winc, wclk, wrst,rinc, rclk, rrst;
  input   logic [DATA_LINES-1:0] wdata;
  output  logic [DATA_LINES-1:0] rdata;
  output  logic wfull,rempty,half_full,half_empty;
  wire [ADDR_LINES-1:0] waddr, raddr;
  wire [ADDR_LINES:0] wq2_rptr, rq2_wptr;
  wire [ADDR_LINES:0] wptr, rptr;
  sync_r2w sync_r2w (wclk, wrst, rptr,wq2_rptr);
  sync_w2r sync_w2r (rclk, rrst,wptr,rq2_wptr );
  FIFO_memory #(DATA_LINES, ADDR_LINES) FIFO_mem(winc, wfull, wclk,waddr, raddr,wdata,rdata);
  rptr_empty #(ADDR_LINES) rptr_empty (rinc, rclk, rrst, rq2_wptr,rempty,raddr,rptr,half_empty);
  wptr_full #(ADDR_LINES) wptr_full (winc, wclk, wrst, wq2_rptr, wfull, waddr, wptr,half_full);
endmodule
module FIFO_memory #( parameter DATA_LINES = 8, parameter ADDR_LINES = 8) (winc, wfull, wclk,waddr, raddr,wdata,rdata);
  input   winc, wfull, wclk;
  input   [ADDR_LINES-1:0] raddr,waddr ;
  input   [DATA_LINES-1:0] wdata;
  output  [DATA_LINES-1:0] rdata;
  localparam DEPTH = 1 <<  ADDR_LINES;
  logic [DATA_LINES-1:0] mem [0:DEPTH-1];
  assign rdata = mem[raddr];
  always_ff @(posedge wclk)
    if (winc && !wfull)
      mem[waddr] <= wdata;
endmodule
module rptr_empty #( parameter ADDR_LINES = 8 ) (rinc, rclk, rrst, rq2_wptr,rempty,raddr,rptr,half_empty);
  input   [ADDR_LINES :0] rq2_wptr;
  input   rinc, rclk, rrst;
  output  [ADDR_LINES-1:0] raddr;
  output reg  rempty;
  output reg [ADDR_LINES :0] rptr;
  output reg half_empty;
  reg [ADDR_LINES:0] rbin;
  wire [ADDR_LINES:0] rgraynext, rbinnext;
  wire rempty_val;
   always_ff @(posedge rclk or negedge rrst)
    if (!rrst)
      {rbin, rptr} <= '0;
    else
      {rbin, rptr} <= {rbinnext, rgraynext};
  assign raddr = rbin[ADDR_LINES-1:0];
  assign rbinnext = rbin + (rinc & ~rempty);
  assign rgraynext = (rbinnext>>1) ^ rbinnext;
  assign rempty_val = (rgraynext == rq2_wptr);
  assign half_empty = (rq2_wptr >= 114);
  always_ff @(posedge rclk or negedge rrst)
    if (!rrst)
      rempty <= 1'b1;
    else
      rempty <= rempty_val;
endmodule
module sync_r2w #( parameter ADDR_LINES = 8 )(wclk, wrst, rptr,wq2_rptr);
  input   wclk, wrst;
  input   [ADDR_LINES:0] rptr;
  output reg  [ADDR_LINES:0] wq2_rptr;
  reg [ADDR_LINES:0] wq1_rptr;
  always_ff @(posedge wclk or negedge wrst)
  begin
    if (!wrst) 
    {wq2_rptr,wq1_rptr} <= 0;
    else 
	{wq2_rptr,wq1_rptr} <= {wq1_rptr,rptr};
  end
endmodule
module sync_w2r #( parameter ADDR_LINES = 8 )(rclk, rrst,wptr,rq2_wptr );
  input   rclk, rrst;
  input   [ADDR_LINES:0] wptr;
  output reg [ADDR_LINES:0] rq2_wptr;
  reg [ADDR_LINES:0] rq1_wptr;
  always_ff @(posedge rclk or negedge rrst)
  begin
    if (!rrst)
    {rq2_wptr,rq1_wptr} <= 0;
    else
    {rq2_wptr,rq1_wptr} <= {rq1_wptr,wptr};
 end
endmodule
module wptr_full #( parameter ADDR_LINES = 8 ) (winc, wclk, wrst, wq2_rptr, wfull, waddr, wptr,half_full);
  input   [ADDR_LINES :0] wq2_rptr;
  input   winc, wclk, wrst;
  output  [ADDR_LINES-1:0] waddr;
  output logic  wfull;
  output logic [ADDR_LINES :0] wptr;
  output logic half_full;
  logic [ADDR_LINES:0] wbin;
  wire [ADDR_LINES:0] wgraynext, wbinnext;
  wire write_full_val;
  assign waddr = wbin[ADDR_LINES-1:0];
  assign wbinnext = wbin + (winc & ~wfull);
  assign wgraynext = ( wbinnext >> 1 ) ^ wbinnext;
  assign write_full_val = (wgraynext=={~wq2_rptr[ADDR_LINES:ADDR_LINES-1], wq2_rptr[ADDR_LINES-2:0]});
  assign half_full = wq2_rptr >= 114;
  always_ff @(posedge wclk or negedge wrst)
  begin
    if (!wrst)
      {wbin, wptr} <= '0;
    else
      {wbin, wptr} <= {wbinnext, wgraynext};
  end
  always_ff @(posedge wclk or negedge wrst)
  begin
    if (!wrst)
      wfull <= 1'b0;
    else
      wfull <= write_full_val;
  end
endmodule
==> flow/run.sh <==
#!/bin/bash
# OpenROAD 26Q1-2900-gdf79404cd8, Yosys 0.63+post, stock flow scripts
make -C /OpenROAD-flow-scripts/flow DESIGN_CONFIG=/design/flow/config.mk WORK_HOME=/design/flow/orfs finish
==> flow/config.mk <==
export PLATFORM = sky130hd
export DESIGN_NAME = Async_FIFO
export DESIGN_NICKNAME = Async_FIFO
export VERILOG_FILES = /design/flow/design.v
export SDC_FILE = /design/flow/constraint.sdc
export NUM_CORES = 4
export LEC_CHECK = 1
export CORE_UTILIZATION = 30
==> flow/constraint.sdc <==
current_design Async_FIFO

set clk_period 64.0
set clk_io_pct 0.2

create_clock -name clk0 -period $clk_period [get_ports {rclk}]
create_clock -name clk1 -period $clk_period [get_ports {wclk}]

set non_clock_inputs [all_inputs -no_clocks]
set_input_delay [expr $clk_period * $clk_io_pct] -clock clk0 $non_clock_inputs
set_output_delay [expr $clk_period * $clk_io_pct] -clock clk0 [all_outputs]
==> reports/notes.md <==
The run finished with clean final reports. The overall via count from detail_route came out at 41000. Looking at area per cell type in the netlist, the leader is edfxtp_1. The layout report lists the multi-input gate area as 17600 um2. The number of cells in Yosys stat is 4060, and the total of max-cap violations is 0.

According to the floorplan report, the die height is 526 um. The tools report the leakage power total as 29.3 nW. The worst hold path stage count works out to 1. The die area was 277000 um2. After synthesis, flip-flops and latches occupy 76.7% of the total area. The clock slew at the register clock pins of the worst setup and hold paths was 60 ps; the post-route standard cell area excluding fillers was 93800 um2. TritonRoute reported its final design rule violation total as 0. Per the synth log, the flip-flop and latch total comes to 2120. The detailed-router iteration count before antenna repair was 6; the final wirelength was 217000 um. The run gives 82500 um2 for the post-synthesis chip area from yosys.

For reference, the most critical setup path is categorized as reg2out. Per the finish-stage timing summary, setup violations number 0. The synthesized netlist contains 68 unique library cells.

The mapped netlist covers 82500 um2. In the final layout, flip-flops and latches occupy 63300 um2. The count of nets left with antenna violations once routing finished came out at 0. Overall routing resource usage recorded by global route was 16.9%. After synthesis, the most frequently instantiated cells are edfxtp_1, mux4_2, nor2_1. The fraction of the core area covered by cells at the end of the flow came out at 34.3%. Yosys mapped a number of flops with a built-in enable equal to 2048. Per the final timing report, the hold violations number 0. Per the timing report, the biggest fanout along the worst path comes to 64. Met3 usage: 12.5%.

The half-perimeter wire length of the detailed placement result came out at 132000 um. Across all hold checks on the routed design, the worst slack comes to 309 ps. met1 track demand over resource after global routing is 18.4%.

Per the repair_timing log after CTS, setup buffers inserted total 0. The number of global-route vias before repair came out at 44700. The signal arrival time at the worst endpoint is 7830 ps, and the number of clock sinks is 2120.

The first global-routing pass estimated 314000 um of wire. The run gives 0 as the final number of max-transition violations. Most instantiated library cell after synthesis: edfxtp_1. The run gives 43370 ps as the slack of the critical path. The commonest register cell is edfxtp_1. Buffers placed on the I/O ports in this run total 24. Setup repair after global routing left no endpoint under its margin. The worst slew margin relative to its limit was 20.5%; the final sum of negative setup slack was 0 ps.

In this run the critical path is formed by buf_4 -> buf_12 -> buf_12 -> buf_4 -> buf_4 -> mux4_2 -> a22o_1 -> a221oi_1 -> buf_4 -> o221ai_1 -> nor3_1 -> buf_4 -> o32ai_1 -> buf_4 -> buf_4 -> clkdlybuf4s50_1. Ranked by total cell area, the synthesized netlist is headed by edfxtp_1, mux4_2, mux2i_1, dfrtp_1, nor2_1. The worst setup path is launched from a flop. In this run the most used layer during global routing was met2. The core box area is 274000 um2. Cell repeated most along the worst path: buf_4. For this design the top-level I/O count stands at 26.

Required time of the critical path: 51200 ps. The pre-CTS setup check shows a worst slack of 43630 ps. Of the post-synthesis cell area, the dominant cell type holds 74.6%.

The instance tally after logic synthesis is 4060, and the setup skew after layout is 54.7 ps. Of the cells placed in the final design, the portion with a size suffix greater than 1 is 21.4%. Measured along the x axis, the die boundary spans 526 um. The floorplan has 192 rows.

The cell area after placement was 87400 um2. The number of antenna violations at the first check in global routing is 7. Summed over all layers, the global routing overflow is 0.

Counting the fill cells in the layout gives 25000. The tightest min-delay check is of the reg2reg type. The floorplan step records an initial core utilization of 30.1%. The logs give 97 for the maximum number of pins on one net before global-route repair and 2813 for the violation tally from detailed-route iteration zero.

The warning total across the stage logs is 28. The longest incremental delay of any stage on the critical path is reported as 820 ps. The worst register-to-register path depth is 8. At the end of routability-driven placement, the weighted congestion stood at 0.868.

The report lists the power per cell area as 41.6 nW/um2. With the via count normalized by instance count at 5.12, the met2 routing resource usage after global routing is 25.7%. The script logs the mean routed wire length per placed instance as 27.1 um. The setup slack of the most critical reg-to-reg path came out at 60120 ps. The slowest stage cell on the critical path is a221oi_1.

The type of element capturing the critical path was a primary output. In this run the VDD rail shows a maximum IR drop of 0.0000298 V. The synthesized area divided by synthesized cell count came out at 20.3 um2. The tools report the number of synthesis warnings as 6. The transition time at the pin with the least slew margin was 1190 ps.

Compared with the post-synthesis result, the final layout area differs by 13.7%. The run gives 3.40% for the share of synthesized registers carrying an async set or reset. TritonCTS built the clock tree.
[path summary, 6_finish.rpt]
kind	startpoint	endpoint
setup / recovery	rptr_empty.rbin[0]	rdata[3]
hold / removal	rptr_empty.rptr[4]	sync_r2w.wq1_rptr[4]
setup reg to reg	rptr_empty.rbin[2]	rptr_empty.rempty
hold reg to reg	rptr_empty.rptr[4]	sync_r2w.wq1_rptr[4]
max in group clk1	winc	FIFO_mem.mem[125][0]
max in group asynchronous	rrst	rptr_empty.rbin[2]
min in group clk0	sync_w2r.rq1_wptr[8]	sync_w2r.rq2_wptr[8]
min in group asynchronous	wrst	sync_r2w.wq1_rptr[4]
[logic make-up after synthesis]
family / count (synthesis) / synth area share, %
AOI/OAI and AO/OA: 416 / 3.63
xor gates and xnor gates: 48 / 0.510
adders and majority gates: 4 / 0.0607
buffers and inverters: 270 / 2.00
DFF: 2120 / 76.7
muxes: 672 / 14.3
and+or+nand+nor: 530 / 2.73
[power breakdown]
part           switching [mW]  internal, mW
Combinational           0.726         0.444
Sequential             0.0368          1.55
Clock                   0.513         0.626
[cell type report]
cell class	instances	share of cell area [%]
Antenna cell	6	0.0160
Clock buffer	258	5.75
Clock inverter	102	0.974
Inverter	19	0.0787
Multi-Input combinational cell	1670	18.8
Sequential cell	2120	67.5
Tap cell	3589	4.79
Timing Repair Buffer	243	2.11
[repair_timing]
item	in CTS	in global routing
hold endpoints to repair	9	0
hold buffers	9	0
resized	0	0
[critical path, delay by kind of cell (launching register included)]
family / cells / cell delay, ps
muxes: 1 / 560
buffers and inverters: 10 / 4030
AOI/OAI and AO/OA: 4 / 1370
and+or+nand+nor: 1 / 650
DFF: 1 / 730
[registers in the layout, indices dropped and copies added, names as in the netlist]
register and cells:
wptr_full.wfull 1, wptr_full.wbin 8, rptr_empty.rptr 9, wptr_full.wptr 9, sync_w2r.rq1_wptr 9, FIFO_mem.mem 2048
rptr_empty.rempty 1, sync_r2w.wq1_rptr 9, rptr_empty.rbin 8, sync_r2w.wq2_rptr 9, sync_w2r.rq2_wptr 9
[stage by stage]
stage,cells,power [mW]
after floorplan,4060,2.35
after global placement,7631,2.79
after detailed placement,7632,2.79
after CTS,8001,3.93
after global routing,8002,4.04
final,8007,3.90
[metal layers]
layer	wire length, um	vias to the layer above
li1	-	17200
met1	70300	20800
met2	103000	2491
met3	34900	445
met4	8790	14
met5	377	-
[cell usage in the layout (no fill, tap or decap), types with 6 or more instances in the layout]
cell	instances
nor2_1	302
o21ai_1	8
clkinv_2	29
bufinv_16	7
o22ai_1	56
inv_1	15
mux2i_1	249
xnor2_1	20
buf_4	206
nor3_1	36
a22oi_1	53
mux2_2	19
clkbuf_16	205
clkinvlp_4	6
nand3_1	36
mux4_2	402
dlygate4sd3_1	9
clkinv_16	7
a221o_1	15
nand4_1	16
a21oi_1	71
a31oi_1	8
clkdlybuf4s50_1	14
clkbuf_1	47
o31ai_1	7
o21ai_0	38
clkinv_1	42
a311oi_1	6
o221ai_1	65
diode_2	6
clkbuf_8	14
a221oi_1	25
a22o_1	8
dfrtp_1	66
a211oi_1	13
xor2_1	28
nand2_1	87
edfxtp_1	2048
nor2b_1	13
Power and IR drop assume default switching activity.
